## ./config.mk

```make
export PLATFORM = sky130hd
export DESIGN_NAME = add_sub
export DESIGN_NICKNAME = add_sub
export VERILOG_FILES = /design/flow/design.v
export SDC_FILE = /design/flow/constraint.sdc
export NUM_CORES = 4
export LEC_CHECK = 1
export CORE_AREA = 10 10 70 70
export DIE_AREA = 0 0 80 80
```

## ./constraint.sdc

```tcl
current_design add_sub

set clk_period 5.7
set clk_io_pct 0.2

create_clock -name clk0 -period $clk_period

set non_clock_inputs [all_inputs -no_clocks]
set_input_delay [expr $clk_period * $clk_io_pct] -clock clk0 $non_clock_inputs
set_output_delay [expr $clk_period * $clk_io_pct] -clock clk0 [all_outputs]
```

## ./run.sh

```bash
#!/bin/bash
# OpenROAD 26Q1-2900-gdf79404cd8, Yosys 0.63+post, stock flow scripts
make -C /OpenROAD-flow-scripts/flow DESIGN_CONFIG=/design/flow/config.mk WORK_HOME=/design/flow/orfs finish
```

## ./design.v

```verilog
module add_sub(add,a,b,result);
    parameter N = 3;
    input [(2**N)-1:0] a,b;
    input add;
    output reg[(2**N)-1:0] result;
    always @(*) begin
        if(add) begin  
          result = a+b; 
        end
        else begin 
          result = a-b;
        end
    end
endmodule
```

==> deck_impl_summary.md <==
Physical Implementation Snapshot

Run status
  • Run status: finished, final reports clean

Routing
  • DR vias: 453
  • Starting DRT DRC Count: 10
  • Wire length per cell: 10.21 µm
  • Pre-antenna DRT Iters: 3
  • Routed Wire Length: 1327 µm
  • Vias per std cell: 3.485
  • Drt drc: 0
  • ANT cells: 0
  • Final ANT Viol Nets: 0

Floorplan
  • Placement Rows: 21
  • Die outline height: 80 µm
  • Starting Density: 13.33%
  • Core area: 0.003416 mm²
  • Die width: 80 µm
  • I/O Pins: 25
  • Chip area: 0.006400 mm²

Yosys
  • Mapped cell area: 455.4 µm²
  • Number of cells in Yosys stat: 59
  • Post-synth seq share: 0%
  • Biggest area cells: ha_1, xnor2_1, xor2_1
  • Commonest cells in the netlist: ha_1, xnor2_1, inv_1, nor2_1, xor2_1
  • Synth Area per Inst: 7.719 µm²
  • Synth cell types: 23
  • Cell taking the most area after synthesis: ha_1
  • Max-area cell share: 21.98%
  • Post-synth area from yosys stat: 455.4 µm²
  • Yosys warns: 1
  • Mapped Cells: 59

Critical path
  • CP startpoint kind: input pin
  • CP max FO: 6
  • Arr. time, crit path: 3810 ps
  • Critical Path RT: 4560 ps
  • Crit path capture type: primary output
  • Path type of the worst setup path: in2out

STA
  • Crit share post-route: 86.81%
  • Period minus WS final: 4948 ps
  • Final Hold Fails: 0
  • RSZ-0062 raised after global routing: no
  • F_max: 202.1 MHz
  • Fin. max-slew vios: 0
  • Worst Tran Pin Value: 301.8 ps
  • Final setup violating endpoints: 0
  • Sum Neg Setup Slack: 0 ps
  • Slew headroom: 79.66%

Power
  • Final Power: 0.0001013 W
  • Worst vdd ir: 0.02701 mV
  • Power per cell area: 132.7 mW/mm²
  • LEAKAGE: 0.3102 nW

Clock tree
  • Post-cts gate resize count: 0
  • Hold_buf cts: 0
  • Postcts setup bufs: 0

Cells and area
  • Share of layout cells above drive strength 1: 7.143%
  • Sequential Area: 0 µm²
  • Clkbuf count: 0
  • Seq cells: 0
  • Area growth syn-to-layout: 67.58%

GRT
  • Number of global-route vias before repair: 468
  • Total track usage: 4.019%
  • Gr ovfl total: 0
  • Largest net degree at the start of global routing: 8
  • Initial antenna violation count: 0
  • First-pass GRT wire length: 2090 µm

Placed design
  • GPL Wtd Cong: 0.6819
  • I/O Buffers: 25
  • Post-DP HPWL: 1251 µm

Run
  • Tool Warnings: 32
  • MaxCap Viol Count: 0

Worst hold path
  • Type of the tightest min-delay check: in2out
-- metrics by stage --
step                hold slack, ps  util [%]  area (µm²)  worst slack (ps)  instances
detailed placement            3327     22.34       763.2             695.2        130
floorplan                     2352         -       455.4              1886         59
CTS                           3337     22.34       763.2             697.5        130
global placement              3329     22.34       763.2             729.6        130
finish                        3322     22.34       763.2             751.7        130
global route                  3370     22.34       763.2             480.1        130
-- cell families after synthesis --
family	after synthesis	share of synthesized area, %
xor gates and xnor gates	12	23.08
AOI/OAI and AO/OA	12	20.88
buffers and inverters	7	5.770
muxes	1	2.472
adders and majority gates	9	26.37
and+or+nand+nor	18	21.43
-- area by class of cell --
cell class                 instances  area [µm²]
tap                               46       57.56
multi-input combinational         52       429.2
inverter                           7       26.28
timing repair buffer              25       250.2
fill                             393        2653
-- layout by cell type, fill, tap and decap left out, types with 3 or more instances in the layout --
| master | Yosys | routed |
|---|---|---|
| inv_1 | 7 | 7 |
| clkdlybuf4s50_1 | 0 | 25 |
| xor2_1 | 4 | 4 |
| ha_1 | 8 | 8 |
| a31oi_1 | 3 | 3 |
| nor2_1 | 7 | 7 |
| nand3_1 | 3 | 3 |
| xnor2_1 | 8 | 8 |
-- worst max-delay path, cell delays in order --
cell             delay, ps
clkdlybuf4s50_1        520
inv_1                   60
ha_1                   220
a31oi_1                190
xor2_1                 190
ha_1                   330
nand3_1                130
o211ai_2               110
o41ai_2                270
xnor2_1                160
clkdlybuf4s50_1        490
-- routing by layer --
metal | part of all wire [%] | wire length (µm) | vias to the layer above | global-route usage (%)
met5 | 0 | 0 | - | 0
met1 | 48 | 633 | 180 | 5.809
met2 | 42 | 558 | 15 | 5.939
li1 | - | - | 258 | -
met4 | 0 | 0 | 0 | 0
met3 | 10 | 135 | 0 | 1.364
-- report_power, final --
part           switching [W]  internal, W  total [W]
logic              0.0000372    0.0000641   0.000101
registers                  0            0          0
clock network              0            0          0
total              0.0000372    0.0000641   0.000101
-- final timing paths --
path              startpoint   endpoint  slack [ps]  depth (start not counted)
setup / recovery        b[0]  result[7]         750                         11
hold / removal          a[0]  result[0]        3320                          3
No activity file was given, so power comes from the tool's default toggle rates.
