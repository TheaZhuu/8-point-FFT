File: design/flow/config.mk
export PLATFORM = sky130hd
export DESIGN_NAME = adder
export DESIGN_NICKNAME = adder
export VERILOG_FILES = /design/flow/design.v
export SDC_FILE = /design/flow/constraint.sdc
export NUM_CORES = 4
export LEC_CHECK = 1
export CORE_AREA = 10 10 79 79
export DIE_AREA = 0 0 89 89
File: design/flow/constraint.sdc
current_design adder

set clk_period 1.0
set clk_io_pct 0.2

create_clock -name clk0 -period $clk_period [get_ports {clk}]

set non_clock_inputs [all_inputs -no_clocks]
set_input_delay [expr $clk_period * $clk_io_pct] -clock clk0 $non_clock_inputs
set_output_delay [expr $clk_period * $clk_io_pct] -clock clk0 [all_outputs]
File: design/flow/design.v
module adder(a,b,c,d,clk,rst);
    parameter N = 3;
    input [(2**N)-1:0] a,b,c;
    input clk,rst;
    output reg [(2**N)-1:0] d;
    integer i;
    always @(posedge clk or posedge rst) begin
        if(rst) begin
            d = 0;
        end
        else begin
            d = a + b + c;
        end
    end
endmodule
File: design/flow/run.sh
#!/bin/bash
# OpenROAD 26Q1-2900-gdf79404cd8, Yosys 0.63+post, stock flow scripts
make -C /OpenROAD-flow-scripts/flow DESIGN_CONFIG=/design/flow/config.mk WORK_HOME=/design/flow/orfs finish
==> ci_impl_report.md <==
### Yosys + OpenROAD results

| Metric | Value |
|---|---|
| WP data arrival | `1940 ps` |
| Worst Tran Pin Value | `289 ps` |
| Floorplan utilization | `13.6%` |
| Ports | `34` |
| Run status | `finished, violations left` |
| Top cells, area | `dfrtp_1, fa_1, ha_1` |
| Yosys stat area | `~640 µm²` |
| Final Worst Setup Slack | `-804 ps` |
| FF/Latch Area | `around 200 µm²` |
| GPL Wtd Cong | `0.745` |
| Distinct lib cells | `17` |
| Int Pwr | `roughly 0.0013 W` |
| CTS tree | `done` |
| Placed Area | `about 0.0011 mm²` |
| H-tree lvl count | `1` |
| Pwr Density | `1440 mW/mm²` |
| CP cell instances | `buf_6, fa_1, ha_4, inv_2, fa_2, nor2b_4, o31a_1, o22ai_2, xnor2_1` |
| Row count | `25` |
| Most instantiated cells after synthesis | `inv_1, dfrtp_1, fa_1` |
| Max reg flops | `8` |
| First-pass DRT Iterations | `2` |
| All-Layer GR Usage | `under 10%` |
| MaxCap Viol Count | `0` |
| Clk slew on worst S/H paths | `40 ps` |
| TritonCTS sink count | `8` |
| NetSw | `0.000464 W` |
| Largest net degree at the start of global routing | `9` |
| CP endpoint kind | `register` |
| Layout fillers | `481` |
| I/O Buffers | `33` |
| Initial antenna violation count | `0` |
| Vias in the first global route | `571` |
| Post-Syn Area | `636 µm²` |
| VDD IR-drop max | `0.345 mV` |
| Clock buffer depth | `2` |
| Mean Syn Cell Area | `11.6 µm²` |
| Hold_buf cts | `0` |
| Fraction of layout cells with a size suffix above 1 | `between 40 and 50%` |
| Root Driver | `clkbuf_8` |
| GR Overflow Total | `0` |
| Worst hold-check path type | `in2async` |
| Global routing's busiest layer | `met2` |
| Routed Antenna Nets | `0` |
| Total CTS buffers | `3` |
| Switch share | `26.2%` |
| CP Buf/Inv Count | `2` |
| Initial DRC count | `6` |
| Area share, top type | `31.5%` |
| Half-perimeter wire length after placement | `between 1 and 1.5 mm` |
| Routed vias/inst | `3.29` |
| Core Util, Final | `26.4%` |
| Post-layout period usage | `180%` |
| Worst Path Class, Setup | `in2reg` |
| EDFF count, synth | `0` |
| Startpoint class of the critical path | `input pin` |
| Largest fanout on the critical path | `2` |
| Crit path time final | `1800 ps` |
| Die height | `89 µm` |
| Met3 Use GR | `2.30%` |
| RSZ-0062 raised after global routing | `yes` |
| Final hold vios | `0` |
| Power share of the clock group | `20.7%` |
| GRT met2 Usage | `under 10%` |
| Final setup vio count | `6` |
| Ys flop type | `dfrtp_1` |
| Required @ worst endpoint | `around 1100 ps` |
| Log Warnings | `28` |
| Die extent in x | `89 µm` |
| Met1 Use GR | `4.69%` |
| Die ar. | `0.00792 mm²` |
| Crit path from | `c[1]` |
| Pins Over Slew Limit | `0` |
| Drt drc | `0` |
| Antenna fix cells | `0` |
| Vias | `just over 500` |
| Leak Pwr | `~0.55 nW` |
| Worst slew margin | `80.7%` |
| First-pass GRT wire length | `2.54 mm` |
| Routed WL | `~1.6 mm` |
| CP peak stage delay | `570 ps` |
| Layout area overhead | `93.5%` |
| Synth Seq Share | `31.5%` |
| Biggest area consumer among synthesized cells | `dfrtp_1` |
| DR WL/cell | `10.5 µm` |
| Total Power | `0.00177 W` |
| Logic area | `488 µm²` |
| Violated checks | `negative setup slack` |
| Async SR Flop Fraction | `100%` |
| Synth top cell by count | `inv_1` |
| Design Area, Final | `0.00123 mm²` |
| Yosys warning count | `1` |
| Mapped Cells | `~55` |
| Register share of total power | `26.5%` |
| Highest clock rate | `554 MHz` |
| Synthesized flop and latch total | `8` |
| Core Box Area | `0.00466 mm²` |
| Critical-path top delay cell | `fa_1` |
| Worst Setup Slack post-DPL | `-1390 ps` |
| Yosys stat cell total | `55` |
| CP top delay family | `adder cells` |
| Comb power frac | `52.7%` |
[final cells by class]
cell class / count / share of cell area (%)
Timing Repair Buffer: 44 / 31.8
Clock buffer: 3 / 3.36
Multi-Input combinational cell: 36 / 39.7
Sequential cell: 8 / 16.3
Tap cell: 54 / 5.49
Inverter: 11 / 3.36
[path summary, 6_finish.rpt]
kind	end	cells after the start
max	d[7]	9
min	d[6]	2
max in group asynchronous	d[0]	2
min in group clk0	d[1]	3
[logic make-up (layout without fill, tap and decap cells)]
group                      after synthesis  in the layout  synth area share (%)
buffers and inverters                   11             58                  6.50
xor gates and xnor gates                 7              7                  9.65
adders and majority gates               14             14                  37.0
DFF                                      8              8                  31.5
and+or+nand+nor                          7              7                  6.50
AOI/OAI and AO/OA                        8              8                  8.86
[power groups by stage]
stage,combinational [W],clock (W),sequential [W]
global route,0.00104,0.000417,0.000482
CTS,0.000875,0.000379,0.000472
finish,0.000933,0.000367,0.000470
[routing by layer]
layer,up-vias,wire [µm]
met4,0,25
li1,266,-
met5,-,0
met2,18,767
met1,226,600
met3,4,238
[what timing repair did]
action | in CTS | in global routing
pin swaps | 15 | 18
setup buffers | 4 | 2
gates resized | 61 | 23
setup endpoints to repair | 16 | 6
[through the flow]
| step | TNS, ps | hold WS, ps | instances |
|---|---|---|---|
| 2_1_floorplan | -3840 | 15.7 | 55 |
| 3_3_place_gp | -8030 | 460 | 148 |
| 3_5_place_dp | -8020 | 456 | 148 |
| 4_1_cts | -4140 | 225 | 155 |
| 5_1_grt | -4080 | 264 | 156 |
| 6_report | -3820 | 221 | 156 |
[cells in the final DEF, fill, tap and decap left out, types with 2 or more instances in the layout]
| cell | n |
|---|---|
| buf_4 | 7 |
| clkdlybuf4s15_1 | 11 |
| fa_2 | 2 |
| inv_1 | 6 |
| dlymetal6s2s_1 | 2 |
| a21oi_2 | 2 |
| dlygate4sd2_1 | 3 |
| buf_2 | 2 |
| xnor2_1 | 5 |
| inv_2 | 5 |
| clkbuf_8 | 3 |
| dfrtp_1 | 8 |
| clkbuf_2 | 6 |
| nand2_1 | 2 |
| buf_6 | 6 |
| clkdlybuf4s50_1 | 7 |
| nor2_1 | 2 |
| ha_4 | 5 |
| fa_1 | 6 |
Power and IR drop assume default switching activity.
